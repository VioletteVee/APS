===== run.sh =====
#!/bin/bash
# OpenROAD 26Q1-2900-gdf79404cd8, Yosys 0.63+post, stock flow scripts
make -C /OpenROAD-flow-scripts/flow DESIGN_CONFIG=/design/flow/config.mk WORK_HOME=/design/flow/orfs finish

===== design.v =====
`timescale 1ns / 1ps
module DATA_MEMORY( 
     input            clk,
     input             WE,
     input [31:0]      WD,
     input [31:0]       A,
     output [31:0]     RD  
    );
reg [31:0] DM [0:255];
wire flag_adr;
assign flag_adr = (A >= 32'h80000000) && (A <= 32'h800003FC);
assign RD[7:0] = flag_adr * DM[A[9:2]];
assign RD[15:8] = flag_adr * DM[A[9:2] + 8'b1];
assign RD[23:16] = flag_adr * DM[A[9:2] + 8'b10];
assign RD[31:24] = flag_adr * DM[A[9:2] + 8'b11];
always @(posedge clk)
begin
if(flag_adr)
  begin
    if(WE)
      DM[A[9:2]] = WD[7:0];
      DM[A[9:2] + 8'b1] = WD[15:8];
      DM[A[9:2] + 8'b10] = WD[23:16];
      DM[A[9:2] + 8'b11] = WD[31:24];
    end
end
endmodule

===== constraint.sdc =====
current_design DATA_MEMORY

set clk_period 95.9
set clk_io_pct 0.2

create_clock -name clk0 -period $clk_period [get_ports {clk}]

set non_clock_inputs [all_inputs -no_clocks]
set_input_delay [expr $clk_period * $clk_io_pct] -clock clk0 $non_clock_inputs
set_output_delay [expr $clk_period * $clk_io_pct] -clock clk0 [all_outputs]

===== config.mk =====
export PLATFORM = sky130hd
export DESIGN_NAME = DATA_MEMORY
export DESIGN_NICKNAME = DATA_MEMORY
export VERILOG_FILES = /design/flow/design.v
export SDC_FILE = /design/flow/constraint.sdc
export NUM_CORES = 4
export LEC_CHECK = 1
export CORE_UTILIZATION = 30
export SYNTH_MEMORY_MAX_BITS = 65536

==> GITHUB_STEP_SUMMARY <==
### Metrics collected by this job

| Metric | Value |
|---|---|
| DP HPWL | `1070000 µm` |
| Largest cells by area | `edfxtp_1 (30%), mux4_2 (25%), mux2i_1 (10%)` |
| Cts hold-fix bufs | `0` |
| Starting Density | `0.301` |
| RSZ-0062 raised after global routing | `false` |
| Gr usage total | `0.454` |
| Ys async rst share | `0` |
| Slowest CP cell | `a221oi_1` |
| Ys flop type | `edfxtp_1` |
| Post-route cell area | `0.231 mm²` |
| Vias in the first global route | `187465` |
| Final setup TNS | `0 ps` |
| IO Port Bufs | `97` |
| Grt met3 use | `0.367` |
| YS chip area | `0.205 mm²` |
| Area grow syn2layout | `12.8%` |
| Most utilized layer in the global route result | `met2` |
| Count of tool warnings | `36` |
| Pins Over Slew Limit | `14` |
| Run status | `finished with violations` |
| Top Ports | `98` |
| Slew HR | `-0.232` |
| Initial DRT Pass Iterations | `10` |
| Clock Tree Buf Depth | `4` |
| Post-CTS Setup Bufs | `0` |
| CTS Buf Count | `287` |
| Fmax | `21.3 MHz` |
| WS Path Type | `primary input to output port` |
| Synth Register Bits | `2048` |
| Die Size | `0.687 mm²` |
| Slew @ Worst Pin | `1850 ps` |
| Max reg flops | `2048` |
| CP Cell Sequence | `buf_16 -> buf_4 -> buf_4 -> buf_4 -> buf_4 -> buf_4 -> buf_4 -> mux4_2 -> mux2i_1 -> mux4_2 -> a32oi_1 -> buf_4 -> nand4_1 -> a221oi_1 -> buf_4 -> clkdlybuf4s50_1` |
| Dominant logic cell type in the layout | `mux4_2` |
| Antenna violations before repair | `278` |
| Met2 Use GR | `0.564` |
| Vias per std cell | `7.30` |
| Die X-Extent | `829 µm` |
| Placed cell areas | `0.221 mm²` |
| CTS root buffer | `clkbuf_16` |
| Mapped Area | `0.205 mm²` |
| Global-route wire length before repair | `1960000 µm` |
| CTS tree | `done` |
| Hold slack | `18600 ps` |
| DR WL/cell | `54.9 µm` |
| Synth warn | `1` |
| CP Launch Type | `primary input` |
| Tot Pwr | `2920 µW` |
| Hold WC Path Type | `primary input to flop` |
| Dpl ws | `49190 ps` |
| Share of cells above drive strength 1 | `0.322` |
| # fillers | `66544` |
| WP data required | `76720 ps` |
| Peak supply drop | `0.0158 mV` |
| Max FO, Critical Path | `48` |
| Critical path buffers and inverters | `10` |
| Routed WL | `1530000 µm` |
| Fin crit period | `46850 ps` |
| CP most frequent cell | `buf_4` |
| DRT iter0 DRCs | `25600` |
| Reg clk slew, reported paths | `60 ps` |
| Failing checks | `antenna violations, max-capacitance violations, max-slew violations` |
| Vert. Die Dim | `829 µm` |
| Cell taking the most area after synthesis | `edfxtp_1` |
| CTS H-tree depth | `5` |
| Placeable Area | `0.681 mm²` |
| Leak | `0.0859 µW` |
| Seq share, synth | `0.300` |
| Setup crit end kind | `output port` |
| Crit-path leading delay family | `buffers and inverters` |
| Pwr/cell area | `12.6 mW/mm²` |
| Final GP Congestion | `1.12` |
| Yosys top cell area share | `0.300` |
| Most frequent cells in the layout | `mux4_2 (2286), edfxtp_1 (2048), mux2i_1 (2048)` |
| Tcrit/Tclk final | `0.489` |
| Cell count after synthesis | `18520` |
| TritonCTS Sinks | `2048` |
| Distinct lib cells | `86` |
| Largest net degree at the start of global routing | `91` |
| EDFF count, synth | `2048` |
| DRC | `0` |
| GRT overflow | `0` |
| Yosys cell count | `18520` |
| Crit path DAT | `27670 ps` |
| Post-CTS sizing | `0` |
| Syn Area/Cell | `11.1 µm²` |
| Antenna viol nets, final | `1` |
| Final setup vio count | `0` |
| Vias after detailed routing | `203051` |
| CP max stage delay | `1150 ps` |
| Max-cap viol count | `4` |
| Rows | `303` |
| Fin. Hold Viols | `0` |
| Final worst slack | `49050 ps` |
| Met1 GRT Util | `0.490` |
## worst min-delay path: stages
cell     delay (ps)
buf_8           180
nand2_1          90
o21ai_1          60
## Yosys cell counts (15+ instances only)
| library cell | count |
|---|---|
| edfxtp_1 | 2048 |
| a32oi_1 | 32 |
| o21ai_0 | 742 |
| a2111oi_0 | 22 |
| a221oi_1 | 17 |
| and3_1 | 42 |
| nor2_1 | 1046 |
| nor2_2 | 22 |
| nand2_1 | 2029 |
| a211oi_1 | 565 |
| buf_2 | 408 |
| clkbuf_1 | 1715 |
| nor3_1 | 45 |
| nand4_1 | 189 |
| o221ai_1 | 20 |
| mux2_1 | 97 |
| a22oi_1 | 137 |
| nand3_1 | 466 |
| a2111o_1 | 37 |
| mux4_2 | 2286 |
| nand3b_1 | 46 |
| a21o_1 | 872 |
| o22ai_1 | 314 |
| mux2_2 | 1434 |
| buf_4 | 44 |
| a21oi_1 | 712 |
| buf_1 | 138 |
| o21ai_1 | 100 |
| o211ai_1 | 133 |
| mux2i_1 | 2048 |
| a31oi_1 | 77 |
| o2111ai_1 | 75 |
| and2_1 | 18 |
| a311oi_1 | 29 |
| o31ai_1 | 15 |
| nor4_1 | 308 |
## where the power goes
| part | switching [µW] | total (µW) | leakage [µW] | internal (µW) |
|---|---|---|---|---|
| combinational | 565 | 804 | 0.0630 | 240 |
| sequential | 0.0000155 | 984 | 0.0184 | 984 |
| clock | 507 | 1140 | 0.00450 | 628 |
| total | 1070 | 2920 | 0.0859 | 1850 |
## per-stage QoR
step / util / std cells
2_1_floorplan: - / 18520
3_3_place_gp: 0.324 / 26754
3_5_place_dp: 0.324 / 26761
4_1_cts: 0.338 / 27276
5_1_grt: 0.339 / 27496
6_report: 0.340 / 27817
## cell families (layout without fill, tap and decap cells)
| group | count (synthesis) | after routing | synth area share |
|---|---|---|---|
| simple gates | 4290 | 4290 | 0.0914 |
| flops | 2048 | 2048 | 0.300 |
| mux | 5866 | 5866 | 0.435 |
| fa+ha+maj | 8 | 8 | 0.000488 |
| xor+xnor | 18 | 18 | 0.000842 |
| other cells | 0 | 538 | 0 |
| compound gates | 3971 | 3971 | 0.126 |
| buf+inv | 2319 | 2081 | 0.0459 |
## cell type report
type | instances | area (µm²) | area share
well taps | 8997 | 11300 | 0.0486
flip-flops and latches | 2048 | 61500 | 0.266
diodes | 538 | 1350 | 0.00582
clock buffers | 341 | 7430 | 0.0321
repair buffers | 1557 | 12400 | 0.0536
clock inverters | 174 | 1860 | 0.00803
multi-input cells | 14153 | 136000 | 0.586
inverters | 9 | 36.3 | 0.000157
## path summary, 6_finish.rpt
path / to / startpoint / cells past startpoint / slack [ps]
worst min-delay path: DM[218][0]$_DFFE_PP_ / WD[24] / 3 / 18600
worst max-delay path: RD[14] / A[2] / 16 / 49050
## per-layer routing
metal,share of wire,vias up
met3,0.19,5757
met4,0.10,240
li1,-,73850
met5,0.0055,-
met1,0.32,102521
met2,0.39,20683
Power is estimated from default activity; no workload was simulated.
